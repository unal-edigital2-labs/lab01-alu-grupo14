`design/flow/run.sh`:
```
#!/bin/bash
# OpenROAD 26Q1-2900-gdf79404cd8, Yosys 0.63+post, stock flow scripts
make -C /OpenROAD-flow-scripts/flow DESIGN_CONFIG=/design/flow/config.mk WORK_HOME=/design/flow/orfs finish
```
`design/flow/config.mk`:
```
export PLATFORM = sky130hd
export DESIGN_NAME = divi
export DESIGN_NICKNAME = divi
export VERILOG_FILES = /design/flow/design.v
export SDC_FILE = /design/flow/constraint.sdc
export NUM_CORES = 4
export LEC_CHECK = 1
export CORE_AREA = 10 10 81 81
export DIE_AREA = 0 0 91 91
```
`design/flow/design.v`:
```
`timescale 1ns / 1ps
module divi( input [2:0] DV,
							input [2:0] DR,
						   	input init,
							 input clk,
							 output  reg [2:0] DP
    );
reg done;
reg sh;
reg rst;
reg resta;
reg [1:0] cont;
reg [5:0] C;
wire z;
reg [3:0] status =0;
assign z=(cont==0)?1:0;
  always @(negedge clk) begin
	if (rst) begin
      C ={3'b000,DV};
		cont= 3;
	end
	else	begin
		if (sh) begin
			C= C << 1;
          if(cont>0) begin
			cont = cont-1;
          end
		end
	if (resta) begin
	   C[0]=1;
       C[5:3] = C[5:3]-DR;
    end
	end
	end
parameter START =0,  SHIFT =1, RESTA =2, CHECK=3, END1 =4, CHECK2= 5;
always @(posedge clk) begin
	case (status)
	START: begin
	   resta=0;
	   sh=0;
	if(init) begin
		status=SHIFT;
		done=0;
	    rst=1;
	end
	end
	SHIFT: begin
		resta=0;
	    sh=1;
	    done=0;
	    rst=0;
		status=CHECK;
		end
	CHECK: begin
	    done=0;
	    resta=0;
	    rst=0;
        sh=0;
        if( C[5:3]<DR )begin
            status=CHECK2;
        end else
            status=RESTA;
		end
	RESTA: begin
	    done=0;
	    resta=1;
	    rst=0;
	    sh=0;
	    status=CHECK2;
		end
	CHECK2: begin
	    done=0;
	    resta=0;
	    rst=0;
	    sh=0;
	    if(z)begin
	       status=END1;
	   end else
		status=SHIFT;
	end
	END1: begin
	    done=1;
	    resta=0;
	    rst=1;
	    sh=0;
        DP = C[2:0];
	    status =START;
		end
	 default:
		status =START;
	endcase
end
endmodule
```
`design/flow/constraint.sdc`:
```
current_design divi

set clk_period 3.1
set clk_io_pct 0.2

create_clock -name clk0 -period $clk_period [get_ports {clk}]

set non_clock_inputs [all_inputs -no_clocks]
set_input_delay [expr $clk_period * $clk_io_pct] -clock clk0 $non_clock_inputs
set_output_delay [expr $clk_period * $clk_io_pct] -clock clk0 [all_outputs]
```
==> summary.rpt <==
OUTCOME
----------------------------------------------------------------------------------------
Status .................................................................... complete, but fails checks
Violations in the final reports ........................................... setup timing

FLOORPLANNING
----------------------------------------------------------------------------------------
Die Width .................................................................        91 um
Cell row count ............................................................           25
Chip Footprint ............................................................    8281 um^2
IO Count ..................................................................           11
Die outline height ........................................................        91 um
Core region area ..........................................................    4817 um^2
Initial standard-cell utilization of the core .............................       0.1849

MIN PATH
----------------------------------------------------------------------------------------
Capture endpoint of the worst hold path ...................................      cont[1]
Number of cells traversed by the worst hold path ..........................            1
Hold path startpoint ......................................................      cont[1]
Path type of the worst min-delay path .....................................   reg -> reg

SETUP PATH
----------------------------------------------------------------------------------------
Number of cells on the worst reg-to-reg path ..............................            6
Reg-to-Reg End ............................................................         C[5]
Start-to-end type of the worst setup path .................................   reg -> reg
Type of element launching the critical path ...............................    flip-flop
Max Fanout on Critical Path ...............................................            3
Data arrival, critical path ...............................................      1.80 ns
Data required time of the worst path ......................................      1.74 ns
Worst setup EP type .......................................................    flip-flop
Launch point of the worst path ............................................           sh
Register-to-register setup slack ..........................................     -0.06 ns
Reg-to-reg critical path startpoint .......................................           sh

CELLS AND AREA
----------------------------------------------------------------------------------------
Synthesis-to-finish area growth ...........................................       31.88%
Combinational Area ........................................................   396.6 um^2
Non-Filler Instances ......................................................          166
Register Area .............................................................   461.7 um^2
Filler instances ..........................................................          516
Fraction of final layout cells with drive strength greater than 1 .........       0.1818
Final core occ ............................................................       0.2439

PLACED DESIGN
----------------------------------------------------------------------------------------
RD Place Congestion .......................................................       0.8125
Number of placed instances with taps included .............................          153
Final HPWL DP .............................................................      1256 um
Worst slack after detailed placement ......................................   -0.5557 ns
Number of port buffers ....................................................           10

CLOCK NETWORK
----------------------------------------------------------------------------------------
Clock sinks ...............................................................           17
TritonCTS clock tree ......................................................          yes
Root buffer cell .......................................................... sky130_fd_sc_hd__clkbuf_8
H-Tree Level Count ........................................................            1
Max clock buf depth .......................................................            2
Hold_buf cts ..............................................................            0
Clock transition at the registers of the reported paths ...................      0.07 ns
Source-to-sink clock delay at the later pin of the worst-skew pair ........      0.32 ns
TritonCTS Buffers .........................................................            3

FLOW RUN
----------------------------------------------------------------------------------------
MaxCap Viol Count .........................................................            0
OpenROAD warnings .........................................................           36

GRT
----------------------------------------------------------------------------------------
First-pass GRT wire length ................................................      2898 um
Global-route usage over all layers ........................................      0.04135
Antenna violations before repair ..........................................            0
Pin count of the biggest net entering global routing ......................           13
Via count of the first global-routing pass ................................          598
Gr ovfl total .............................................................            0

PWR
----------------------------------------------------------------------------------------
Total power consumption of the routed design ..............................      1093 uW
LEAKAGE ................................................................... 0.0004930 uW
Power density over the cells .............................................. 930.0 nW/um^2
Worst-case vdd ir drop ....................................................    0.2293 mV

ROUTE
----------------------------------------------------------------------------------------
Iter 0 DRT Violations .....................................................           26
Final antenna diode count .................................................            0
Number of search-and-repair iterations in the first detailed-routing pass .            4
Number of antenna-violating nets in the routed design .....................            0
Routed via count divided by cell count ....................................        3.861
Routed WL .................................................................      1629 um
Average routed wire per standard cell .....................................     9.813 um
DRC violations left .......................................................            0
Vias ......................................................................          641

STA
----------------------------------------------------------------------------------------
Fin Hold WS ...............................................................    0.4578 ns
Final Worst Setup Slack ...................................................  -0.05927 ns
Post-route clock skew .....................................................   0.07415 ns
Number of setup violations in the final report ............................            2
Final count of hold timing violations .....................................            0
Unrepaired setup endpoints after global routing ...........................          yes
Number of max-slew violations in the final report .........................            0
Normalized max-slew margin ................................................       0.5937
Actual transition at the worst max-transition pin .........................    0.6081 ns

LOGIC SYNTHESIS
----------------------------------------------------------------------------------------
Average cell area after synthesis .........................................   11.42 um^2
Distinct cell type count after synthesis ..................................           33
Number of flops mapped to enable cells by yosys ...........................           12
Main synth FF type ........................................................ sky130_fd_sc_hd__edfxtp_1
Yosys warning count .......................................................            1
Synthesized flop and latch total ..........................................           17
Netlist Area Pre-Place ....................................................   890.9 um^2
Cells after Synth .........................................................           78
Number of cells in the yosys synthesis report .............................           78
Yosys stat area ...........................................................   890.9 um^2
FFs w/ async S/R, synth ...................................................            0
Share of synthesized area occupied by flip-flops and latches ..............       0.5169

sequential cells by signal, indices dropped and copies added (netlist names):
signal	cells
rst	1
DP	3
sh	1
cont	2
resta	1
C	6
status	3
timing repair:
item	CTS	global route
gates resized	5	2
pin swaps	1	1
endpoints found under the setup margin	2	3
buffers inserted	2	0
through the flow:
stage,area (um^2),setup TNS [ns]
after global placement,1071,-1.241
after floorplan,902.1,-0.1791
after global routing,1175,-0.2688
final,1175,-0.1145
after CTS,1170,-0.1375
after detailed placement,1071,-1.354
worst max-delay path by stage:
stage | cells past startpoint | slack (ns) | end
6_report | 6 | -0.06 | C[5]
4_1_cts | 6 | -0.07 | C[5]
5_1_grt | 4 | -0.14 | C[4]
critical path, stage by stage (launching register included):
cell	delay, ns
sky130_fd_sc_hd__edfxtp_1	0.45
sky130_fd_sc_hd__mux2i_2	0.20
sky130_fd_sc_hd__ha_2	0.18
sky130_fd_sc_hd__fa_2	0.33
sky130_fd_sc_hd__xor2_1	0.19
sky130_fd_sc_hd__a21o_1	0.15
sky130_fd_sc_hd__a21oi_2	0.05
cell usage after synthesis, types with 2 or more instances:
cell	instances	share of area
sky130_fd_sc_hd__o21ai_0	5	0.028
sky130_fd_sc_hd__clkbuf_1	2	0.0084
sky130_fd_sc_hd__a21oi_1	2	0.011
sky130_fd_sc_hd__and2_1	3	0.021
sky130_fd_sc_hd__ha_1	4	0.056
sky130_fd_sc_hd__nand2b_1	4	0.028
sky130_fd_sc_hd__inv_1	8	0.034
sky130_fd_sc_hd__a22o_1	2	0.020
sky130_fd_sc_hd__edfxtp_1	12	0.40
sky130_fd_sc_hd__a21o_1	3	0.025
sky130_fd_sc_hd__nand2_1	3	0.013
sky130_fd_sc_hd__dfxtp_1	5	0.11
sky130_fd_sc_hd__a211oi_1	2	0.017
sky130_fd_sc_hd__mux2i_1	3	0.034
sky130_fd_sc_hd__a31o_1	2	0.020
layer usage:
layer  routed length, um  GRT usage
met1                 854    0.06054
met2                 667    0.05728
met4                  12   0.003916
met3                  95    0.01826
met5                   0          0
cell type report:
| type | count | share of cell area |
|---|---|---|
| repair buffers | 14 | 0.1086 |
| clock buffers | 3 | 0.03514 |
| inverters | 7 | 0.02236 |
| well taps | 67 | 0.07135 |
| multi-input cells | 49 | 0.3376 |
| clock inverters | 9 | 0.03195 |
| flip-flops and latches | 17 | 0.3930 |
logic make-up (layout without fill, tap and decap cells):
| logic type | count (synthesis) | after routing | synth area share |
|---|---|---|---|
| xor+xnor | 2 | 2 | 0.01967 |
| simple gates | 19 | 19 | 0.1348 |
| mux | 3 | 3 | 0.03371 |
| flops | 17 | 17 | 0.5169 |
| buf+inv | 12 | 33 | 0.06039 |
| compound gates | 20 | 20 | 0.1559 |
| fa+ha+maj | 5 | 5 | 0.07865 |
layout by cell type, fill, tap and decap left out, drive strengths merged:
master,n
a2111oi,1
a211o,1
a211oi,2
a21o,3
a21oi,2
a22o,2
a31o,2
a31oi,1
and2,4
and4b,1
buf,4
clkbuf,3
clkdlybuf4s50,8
clkinvlp,1
dfxtp,5
dlygate4sd2,2
edfxtp,12
fa,1
ha,4
inv,15
mux2i,3
nand2,3
nand2b,4
nand3,1
nor2,1
nor2b,1
nor3b,1
o21a,1
o21ai,5
or2,1
or3,1
or4,1
xnor2,1
xor2,1
where the power goes:
group / switching [uW] / internal [uW] / total (uW) / leakage (uW)
logic: 174 / 232 / 406 / 0.000264
clock network: 105 / 104 / 209 / 0.0000643
registers: 101 / 376 / 478 / 0.000165
Power is estimated from default activity; no workload was simulated.
