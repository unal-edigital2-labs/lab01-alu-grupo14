## ./run.sh

```bash
#!/bin/bash
# OpenROAD 26Q1-2900-gdf79404cd8, Yosys 0.63+post, stock flow scripts
make -C /OpenROAD-flow-scripts/flow DESIGN_CONFIG=/design/flow/config.mk WORK_HOME=/design/flow/orfs finish
```

## ./config.mk

```make
export PLATFORM = sky130hd
export DESIGN_NAME = multiplicador
export DESIGN_NICKNAME = multiplicador
export VERILOG_FILES = /design/flow/design.v
export SDC_FILE = /design/flow/constraint.sdc
export NUM_CORES = 4
export LEC_CHECK = 1
export CORE_AREA = 10 10 97 97
export DIE_AREA = 0 0 107 107
```

## ./constraint.sdc

```tcl
current_design multiplicador

set clk_period 5.0
set clk_io_pct 0.2

create_clock -name clk0 -period $clk_period [get_ports {clk}]

set non_clock_inputs [all_inputs -no_clocks]
set_input_delay [expr $clk_period * $clk_io_pct] -clock clk0 $non_clock_inputs
set_output_delay [expr $clk_period * $clk_io_pct] -clock clk0 [all_outputs]
```

## ./design.v

```verilog
`timescale 1ns / 1ps
module multiplicador( input [2:0] MR,
							input [2:0] MD,
						   	input init,
							 input clk,
							 output  reg [5:0] res,
							 output reg done
    );
reg sh;
reg rst;
reg add;
reg [5:0] A;
reg [2:0] B;
reg [5:0] pp;
wire z;
reg [2:0] status =0;
assign z=(B==0)?1:0;
  always @(negedge clk) begin
	if (rst) begin
		A = {3'b000,MD};
		B = MR;
	end
	else	begin
		if (sh) begin
			A= A << 1;
			B = B >> 1;
		end
	end
end
  always @(negedge clk) begin
	if (rst) begin
		pp =0;
	end
	else	begin
		if (add) begin
		pp =pp+A;
		end
	end
end
parameter START =0,  CHECK =1, ADD =2, SHIFT =3, END1 =4;
always @(posedge clk) begin
	case (status)
	START: begin
		sh=0;
		add=0;
		if (init==1) begin
			status=CHECK;
			done =0;
			rst=1;
		end
		end
	CHECK: begin
		done=0;
		rst=0;
		sh=0;
		add=0;
		if (B[0]==1)
			status=ADD;
		else
			status=SHIFT;
		end
	ADD: begin
		done=0;
		rst=0;
		sh=0;
		add=1;
		status=SHIFT;
		end
	SHIFT: begin
		done=0;
		rst=0;
		sh=1;
		add=0;
		if (z==1)
			status=END1;
		else
			status=CHECK;
		end
	END1: begin
		done =1;
		rst =0;
		sh =0;
		add =0;
      res = pp[5:0];
		status =START;
	end
	 default:
		status =START;
	endcase
end
endmodule
```

==> flow report <==
CRITICAL PATH
--------------------------------------------------------------------------------------------------
Maximum net fanout on the critical path                                                          1
Minimum setup slack among reg-to-reg paths                                                 1070 ps
Reg-to-Reg Start                                                                               rst
Sort of element at the start of the critical path                                       input port
Critical path, cell by cell                                                           clkdlybuf4s50_1, mux2_2
Category of the most critical setup path                                                 in -> reg
Endpoint required time on the critical path                                                2580 ps
Buffer-and-inverter tally for the worst setup path                                               1
Type of element capturing the critical path                                                   flop
Reg-to-reg critical path endpoint                                                            pp[4]
Top cell family by delay on the critical path                                         buffers and inverters
Endpoint arrival time on the critical path                                                 1650 ps
Worst reg2reg path depth                                                                         3
Max stage delay cell, worst path                                                      clkdlybuf4s50_1
Longest individual stage delay on the worst path                                            390 ps

GLOBAL ROUTE
--------------------------------------------------------------------------------------------------
Initial antenna violation count                                                                  0
Pin count of the biggest net entering global routing                                            17
Global-route wire length before repair                                                     3.76 mm
Total Routing Usage GR                                                                      0.0388
Gr ovfl total                                                                                    0
Via count of the first global-routing pass                                                     782

DIE
--------------------------------------------------------------------------------------------------
Core ar.                                                                                  7290 um2
Vertical die dimension                                                                      107 um
Count of pins on the block boundary                                                             15
Total Die Area                                                                          11,400 um2
FP Rows                                                                                         31
FP Core Util                                                                                 0.178
Die outline width                                                                           107 um

LOGIC SYNTHESIS
--------------------------------------------------------------------------------------------------
Yosys warns                                                                                      1
Cell Area, Synth                                                                          1300 um2
Sequential cell area fraction in the yosys report                                            0.577
Synth flops                                                                                     28
Chip area in the Yosys report                                                             1300 um2
Post-synth ARST share                                                                            0
Primary flip-flop cell chosen by synthesis mapping                                        edfxtp_1
Avg Synthesized Cell Area                                                                 12.5 um2
Yosys Instances                                                                                104
Post-Synthesis Cells                                                                           104
Number of synthesized flops with an enable pin                                                  19
Distinct lib cells                                                                              34

CLOCKING
--------------------------------------------------------------------------------------------------
Number of buffers added to fix hold violations after cts                                         0
Clock latency reported for the late side of the worst-skew pair                             340 ps
Clock sink count                                                                                28
Longest Clk Path Bufs                                                                            2
Total clock buffers created by CTS                                                               3
Post-CTS setup buffer count                                                                      0
Clock tree from TritonCTS                                                                     done
Clock transition time at the flip-flop clock pins of the worst setup and hold paths          30 ps
Number of H-tree branching levels                                                                1
Buffer type at the clock tree root                                                        clkbuf_8
CTS resizes                                                                                      0

STA
--------------------------------------------------------------------------------------------------
Slew Viols, Final                                                                                0
Setup total negative slack                                                                    0 ps
Setup repair after global routing missed its margin                                             no
Actual slew at the worst max-slew pin                                                       618 ps
Max Clock Skew                                                                             65.2 ps
Setup-violating endpoint count in the final report                                               0
Worst Hold Margin                                                                           507 ps
Number of hold-slack violations in the final timing report                                       0
Worst-case headroom to the max-slew limit                                                    0.588

DRT
--------------------------------------------------------------------------------------------------
Vias post-DR                                                                                   830
Detailed-route DRC error count                                                                   0
Post-DRT Antenna Nets                                                                            0
Mean number of vias per cell                                                                  3.62
Routed length per placed instance                                                          9.75 um
Aggregate routed wire length                                                               2.23 mm
Total antenna diodes in the routed design                                                        0
Initial detailed-routing violation count                                                        31
First drt pass iteration count                                                                   6

HOLD PATH
--------------------------------------------------------------------------------------------------
Worst hold path endpoint                                                                     pp[4]
Hold Path Origin                                                                             pp[4]
Min-delay worst type                                                                    reg -> reg
Hold Path Depth                                                                                  1

POWER
--------------------------------------------------------------------------------------------------
Switching power total                                                                       331 uW
Cell internal pwr                                                                           600 uW
Clock Power Share                                                                            0.177
Standby leakage power                                                                  0.000658 uW
Areal power density over the cells                                                      572 nW/um2
Switching Fraction                                                                           0.355
Peak ir drop on the vdd network                                                           0.238 mV
Sequential share of power                                                                    0.518
Combinational share of power                                                                 0.304

JOB
--------------------------------------------------------------------------------------------------
Count of warning messages emitted by the tools                                                  40
Total of max-cap violations                                                                      0

FINISH
--------------------------------------------------------------------------------------------------
Layout overhead on the synthesized area                                                      25.3%
Layout filler cell count                                                                       807
Commonest non-fill, non-tap cell in the layout                                            edfxtp_1
Fraction of final layout cells with drive strength greater than 1                            0.100
Count of non-filler cells in the finished layout                                               229
Most frequently placed logic cells in the final layout                                edfxtp_1, inv_1, clkdlybuf4s50_1

PLACE
--------------------------------------------------------------------------------------------------
Buffers added on ports                                                                          14
Number of cells after detailed placement                                                       211
Final estimated routing congestion in global placement                                       0.764
HPWL Detailed                                                                              1.71 mm

OUTCOME
--------------------------------------------------------------------------------------------------
Status                                                                                complete, no violations

==> state kept, by name, indices dropped and copies added (netlist names) <==
name	flops
done	1
rst	1
res	6
A	6
add	1
pp	6
status	3
B	3
sh	1
==> power by group through the flow <==
stage | Sequential, uW | Combinational [uW] | Clock, uW
after CTS | 484 | 287 | 173
after global routing | 498 | 328 | 198
final | 483 | 283 | 165
==> routing by layer <==
metal	global-route usage	routed length, um	vias to the layer above
met5	0	0	-
met3	0.00606	55	2
met4	0.00484	34	0
li1	-	-	430
met2	0.0553	895	16
met1	0.0618	1250	382
==> synthesized netlist by cell type, drive strengths merged, types with 2 or more instances <==
master,number,area share
mux2i,5,0.039
a211oi,2,0.012
nor2b,2,0.0096
xnor2,3,0.020
a21oi,3,0.012
nand2,6,0.017
clkbuf,3,0.0087
dfxtp,9,0.14
nor3b,2,0.012
o21ai,3,0.012
buf,3,0.016
edfxtp,19,0.44
and2,5,0.024
ha,5,0.048
mux2,6,0.052
nor2,12,0.035
==> per-stage QoR <==
| step | setup slack, ps | power, uW | cell area (um2) | util |
|---|---|---|---|---|
| 2_1_floorplan | 1000 | 717 | 1300 | - |
| 3_3_place_gp | 594 | 785 | 1530 | 0.210 |
| 3_5_place_dp | 588 | 791 | 1530 | 0.210 |
| 4_1_cts | 937 | 943 | 1630 | 0.223 |
| 5_1_grt | 928 | 1020 | 1630 | 0.223 |
| 6_report | 931 | 931 | 1630 | 0.223 |
==> cell type report <==
type | instances | area [um2] | share of cell area
tap | 99 | 124 | 0.0760
multi-input combinational | 69 | 513 | 0.315
sequential | 28 | 751 | 0.461
timing repair buffer | 14 | 140 | 0.0860
clock inverter | 16 | 60.1 | 0.0369
clock buffer | 3 | 41.3 | 0.0253
==> worst max-delay path by stage <==
stage	startpoint	to	slack (ps)	cells after the start
final	MD[1]	A[1]	930	2
after CTS	MD[1]	A[1]	940	2
after global routing	MR[1]	B[1]	930	2
==> cell families after synthesis <==
family,share of synthesized area
AOI/OAI and AO/OA,0.0654
buffers and inverters,0.0279
xor gates and xnor gates,0.0270
DFF,0.577
and+or+nand+nor,0.148
muxes,0.0905
adders and majority gates,0.0635
Power figures rest on the tool's default switching activity, not on a simulated workload.
