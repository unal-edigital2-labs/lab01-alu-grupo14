<file path="run.sh">
#!/bin/bash
# OpenROAD 26Q1-2900-gdf79404cd8, Yosys 0.63+post, stock flow scripts
make -C /OpenROAD-flow-scripts/flow DESIGN_CONFIG=/design/flow/config.mk WORK_HOME=/design/flow/orfs finish
</file>
<file path="config.mk">
export PLATFORM = sky130hd
export DESIGN_NAME = BCDtoSSeg
export DESIGN_NICKNAME = BCDtoSSeg
export VERILOG_FILES = /design/flow/design.v
export SDC_FILE = /design/flow/constraint.sdc
export NUM_CORES = 4
export LEC_CHECK = 1
export CORE_AREA = 10 10 88 88
export DIE_AREA = 0 0 98 98
</file>
<file path="constraint.sdc">
current_design BCDtoSSeg

set clk_period 3.1
set clk_io_pct 0.2

create_clock -name clk0 -period $clk_period [get_ports {clk}]

set non_clock_inputs [all_inputs -no_clocks]
set_input_delay [expr $clk_period * $clk_io_pct] -clock clk0 $non_clock_inputs
set_output_delay [expr $clk_period * $clk_io_pct] -clock clk0 [all_outputs]
</file>
<file path="design.v">
module BCDtoSSeg (num, clk, SSeg, an, rst);
  input [15:0] num;
  input clk;
  input rst;
  output reg [6:0] SSeg;
  output reg [3:0] an;
reg [3:0]BCD=0;
reg [26:0] cfreq=0;
wire enable;
assign enable = cfreq[16];
always @(posedge clk) begin
		cfreq <=cfreq+1;
end
reg [1:0] count =0;
always @(posedge enable) begin
			count<= count+1;
			an<=4'b1101;
			case (count)
				2'h0: begin BCD <= num[3:0];   an<=4'b1110; end
				2'h1: begin BCD <= num[7:4];   an<=4'b1101; end
				2'h2: begin BCD <= num[11:8];  an<=4'b1011; end
				2'h3: begin BCD <= num[15:12]; an<=4'b0111; end
			endcase
end
always @ ( * ) begin
  case (BCD)
    4'b0000: SSeg = 7'b1000000;  
	4'b0001: SSeg = 7'b1111001;  
	4'b0010: SSeg = 7'b0100100;  
	4'b0011: SSeg = 7'b0110000;  
	4'b0100: SSeg = 7'b0011001;  
	4'b0101: SSeg = 7'b0010010;  
	4'b0110: SSeg = 7'b0000010;  
	4'b0111: SSeg = 7'b1111000;  
	4'b1000: SSeg = 7'b0000000;  
	4'b1001: SSeg = 7'b0011000;  
   4'ha: SSeg = 7'b0001000;
   4'hb: SSeg = 7'b0000011;
   4'hc: SSeg = 7'b0100111;
   4'hd: SSeg = 7'b0100001;
   4'he: SSeg = 7'b0000100;
   4'hf: SSeg = 7'b0001110;
    default:
    SSeg = 0;
    endcase
end
endmodule
</file>
==> impl_metrics.yaml <==
# flow metrics
run_status:
  outcome: "finished, final reports clean"
floorplan:
  std_cell_rows: 28
  design.core.area_um2: 5920
  fp.dieW_um: 98
  chip_area_um2: 9600
  die-height_um: 98
  initial_utilization_pct: 20.9
  floorplan.io_pins: 29
final_layout:
  flow.area_growth_from_synthesis_pct: 32.3
  finish.utilization_pct: 27.7
  drive_gt1_share_pct: 7.79
setup_path:
  endpoint_kind: "register"
  worst_setup_path_startpoint: "cfreq[0]"
  critical_path.slowest_cell: "sky130_fd_sc_hd__dfxtp_1"
  path_class: "register to register"
  critPathBufInv: 0
  worst_path_largest_cell_delay_ps: 370
  crit-reg2reg-capture: "cfreq[16]"
  r2r_setup_slack_ps: 1730
  setup.worst_path.start_class: "register"
  cp_cell_sequence: "ha_1, nand4_2, nor4_2, xor2_1"
  worstPathArrival_ps: 1550
  critical_path.top_delay_family: "simple AND/OR/NAND/NOR gates"
  cp_data_required_time_ps: 3280
  timing.rr.start: "cfreq[0]"
  timing.critical_path.to: "cfreq[16]"
  r2r_cells: 4
  path_max_fanout: 5
  crit_cells: 4
yosys:
  yosysWarningCount: 1
  gate_count_post_synth: 125
  enable_flop_cells: 0
  ys_seq_share_pct: 43.6
  synth.top_cell.area_share_pct: 43.6
  synth.yosys.chip_area_um2: 1240
  commonest_flop: "sky130_fd_sc_hd__dfxtp_1"
  synth-seq-cells: 27
  synth_cell_types: 26
  top_area_cell: "sky130_fd_sc_hd__dfxtp_1"
  yosysMostFrequentCell: "sky130_fd_sc_hd__dfxtp_1"
  avgSynthCellArea_um2: 9.92
  netlist_top_cells_count: "sky130_fd_sc_hd__dfxtp_1, sky130_fd_sc_hd__nor2_1, sky130_fd_sc_hd__xor2_1"
  syn-cell-area_um2: 1240
  synth.area.top_cells: "sky130_fd_sc_hd__dfxtp_1, sky130_fd_sc_hd__ha_1, sky130_fd_sc_hd__xor2_1, sky130_fd_sc_hd__nor4_2, sky130_fd_sc_hd__nor2_1"
  ys_cells: 125
  async_flop_share_pct: 0
cts:
  postCtsResizedCells: 0
  path_clk_slew_ps: 60
  cts_tree: "yes"
  cts_buffer_depth: 2
  clockRootBuffer: "sky130_fd_sc_hd__clkbuf_8"
  level_count_of_the_clock_h_tree: 1
  worst_skew_pair.late_latency_ps: 250
  cts_buffers: 3
  number_of_hold_buffers_added_after_cts: 0
  post_cts.repair.setup_buffers: 0
route:
  detail_route.drc_violations: 0
  drt_iter0_markers: 36
  drt-pass1-iter-count: 4
  detail_route.vias_per_cell: 4.04
  route.antenna.remaining_nets: 0
  wl_per_cell_um: 10.9
  route.final.wire_length_mm: 2.49
  detail_route.antenna_diodes: 0
  routed-via-count: 925
sta:
  unclocked_regs: 10
  fin_setup_tns_ps: 0
  period_needed_ps: 1370
  count_of_endpoints_without_a_timing_constraint: 21
  final.period_utilization_pct: 44.2
  setup_viol: 0
  tightest_slew_ps: 436
  worst_clock_skew_ps: 1.57
  hold_violations: 0
  fmaxAchievable_mhz: 731
  unrepaired_setup_endpoints_after_global_routing: "false"
  max_slew_margin_pct: 70.9
  finalMaxSlewViolations: 0
power_and_ir_drop:
  cellPowerDensity_nw_per_um2: 247
  power_report.internal_total_w: 0.000328
  leakagePower_nw: 0.678
  switching_power_w: 0.0000768
  share_clk_of_total_power_pct: 40.3
  pwr-share-comb_pct: 5.7
  switching_share_pct: 19.0
  seq_power_share_pct: 54.0
  irDropWorstVdd_uv: 349
hold_path:
  holdCritPathClass: "register to register"
grt:
  via_count_of_the_first_global_routing_pass: 921
  grt_max_degree: 15
  global_route.usage.total_pct: 5.18
  grt_overflow_total: 0
  grt_first_pass_wirelength_mm: 4.36
  antenna_found_initial: 0
placement:
  place.detailed.hpwl_mm: 2.01
  place_congestion: 0.772
  buffer_ports.inserted: 27
flow_run:
  number_of_warnings_in_the_stage_logs: 33
  cap_viol_max_count: 0
power groups by stage:
stage | registers (W) | clock network, W | logic (W)
finish | 0.000219 | 0.000163 | 0.0000232
global route | 0.000218 | 0.000182 | 0.0000246
CTS | 0.000219 | 0.000170 | 0.0000237
metrics by stage:
step	total power [W]	setup WS, ps	hold slack, ps	cells	cell area, µm²
finish	0.000405	1730	418	229	1640
global route	0.000425	1560	454	229	1640
CTS	0.000412	1730	419	229	1640
detailed placement	0.000247	1740	403	225	1600
global placement	0.000247	1730	397	225	1600
floorplan	0.000226	1850	383	125	1240
routing by layer:
layer / part of all wire [%] / track usage [%]
met1: 50 / 7.12
met2: 43 / 8.17
met3: 6.6 / 1.71
met4: 0.60 / 0.224
met5: 0 / 0
registers in the layout (all words and copies together), names as in the netlist:
signal	cells
count	2
cfreq	17
BCD	4
an	4
logic make-up (layout without fill, tap and decap cells):
kind of cell | after synthesis | in the layout | synth area share (%)
AND/OR/NAND/NOR | 41 | 41 | 20.0
flip-flops | 27 | 27 | 43.6
AND-OR/OR-AND | 17 | 17 | 9.08
XOR/XNOR | 15 | 15 | 10.6
buffers and inverters | 13 | 42 | 4.04
adder cells (fa/ha/maj) | 10 | 10 | 10.1
multiplexers | 2 | 2 | 2.62
final cells by class:
cell class | instances | area (µm²)
clock buffers | 4 | 45.0
fillers | 622 | 4280
inverters | 11 | 41.3
multi-input cells | 85 | 649
flip-flops and latches | 27 | 541
well taps | 75 | 93.8
repair buffers | 27 | 270
worst min path at each step:
stage / startpoint / endpoint / slack [ps] / cells past startpoint
final: cfreq[0] / cfreq[0] / 420 / 1
after CTS: cfreq[0] / cfreq[0] / 420 / 1
after global routing: cfreq[0] / cfreq[0] / 450 / 1
cell usage in the layout (no fill, tap or decap):
cell type,synthesis,routed
sky130_fd_sc_hd__clkbuf_8,0,3
sky130_fd_sc_hd__o31ai_1,1,1
sky130_fd_sc_hd__nand2b_1,4,4
sky130_fd_sc_hd__nor4_2,4,4
sky130_fd_sc_hd__nand2_1,7,7
sky130_fd_sc_hd__clkdlybuf4s50_1,0,27
sky130_fd_sc_hd__nand3_2,1,1
sky130_fd_sc_hd__o211ai_1,1,1
sky130_fd_sc_hd__nor2_1,11,11
sky130_fd_sc_hd__a222oi_1,4,4
sky130_fd_sc_hd__a31oi_1,1,1
sky130_fd_sc_hd__o22ai_1,1,1
sky130_fd_sc_hd__nand3_1,5,5
sky130_fd_sc_hd__dfxtp_1,27,27
sky130_fd_sc_hd__nand4_1,2,2
sky130_fd_sc_hd__mux4_2,1,1
sky130_fd_sc_hd__o21ai_0,3,3
sky130_fd_sc_hd__ha_1,10,10
sky130_fd_sc_hd__nand4_2,3,3
sky130_fd_sc_hd__mux2i_1,1,1
sky130_fd_sc_hd__inv_1,10,10
sky130_fd_sc_hd__nor3_1,4,4
sky130_fd_sc_hd__xor2_1,11,11
sky130_fd_sc_hd__clkinv_1,1,1
sky130_fd_sc_hd__a21oi_1,6,6
sky130_fd_sc_hd__xnor2_1,4,4
sky130_fd_sc_hd__clkbuf_1,1,1
Power is estimated from default activity; no workload was simulated.
